<file path="config.mk">
export PLATFORM = sky130hd
export DESIGN_NAME = lab3_2
export DESIGN_NICKNAME = lab3_2
export VERILOG_FILES = /design/flow/design.v
export SDC_FILE = /design/flow/constraint.sdc
export NUM_CORES = 4
export LEC_CHECK = 1
export CORE_UTILIZATION = 40
</file>
<file path="constraint.sdc">
current_design lab3_2

set clk_period 9.3
set clk_io_pct 0.2

create_clock -name clk0 -period $clk_period [get_ports {CLK}]

set non_clock_inputs [all_inputs -no_clocks]
set_input_delay [expr $clk_period * $clk_io_pct] -clock clk0 $non_clock_inputs
set_output_delay [expr $clk_period * $clk_io_pct] -clock clk0 [all_outputs]
</file>
<file path="design.v">
`timescale 1ns / 1ps 
module lab3_2(
			input[3:0] number,
			input CLK, 
			input selection,
			input mode,
			input clear,
			output reg [7:0] digit1,
			output reg [7:0] digit0,
			output reg [7:0] count1,
			output reg [7:0] count0,
			output reg warning
    );
	integer prime_count1;
	integer prime_count0;
	integer norm_count1;
	integer norm_count0;
	initial begin
		digit1 = 0;
		digit0 = 0;
		count1 = 0;
		count0 = 0;
		warning = 0;
		prime_count1 = 0;
	   prime_count0 = 0;
	   norm_count1 = 0;
		norm_count0 = 0;
	end
	always@(posedge CLK)
	begin
		if(clear==1)begin
			digit1 = 0;
			digit0 = 0;
			count1 = 0;
			count0 = 0;
			warning = 0;
			prime_count1 = 0;
			prime_count0 = 0;
			norm_count1 = 0;
			norm_count0 = 0;
		end
		else begin
		if(((number == 4'b0010) || (number == 4'b0011) || (number == 4'b0101) || (number == 4'b0111) || (number == 4'b1011) || (number == 4'b1101)) && (selection == 0))begin
			if(mode == 0)begin
				if(number == 4'b0010)begin
					digit1 = 4'b1101;
					digit0 = number;
					prime_count0 = prime_count0 + 1;
					if(prime_count0 == 8'd10) prime_count0 = 0;
					count1 = prime_count1;
					count0 = prime_count0 ;
					warning = 0;
				end
				else if(number == 4'b0011)begin
					digit1 = 4'b0010;
					digit0 = number;
					prime_count0 = prime_count0 + 1;
					if (prime_count0 == 8'd10) prime_count0 = 0;
					count1 = prime_count1;
					count0 = prime_count0;
					warning = 0;
				end
				else if(number == 4'b0101)begin
					digit1 = 4'b0011;
					digit0 = number;
					prime_count0 = prime_count0 + 1;
					if (prime_count0 == 8'd10) prime_count0 = 0;
					count1 = prime_count1;
					count0 = prime_count0;
					warning = 0;
				end
				else if(number == 4'b0111)begin
					digit1 = 4'b0101;
					digit0 = number;
					prime_count0 = prime_count0 + 1;
					if (prime_count0 == 8'd10) prime_count0 = 0;
					count1 = prime_count1;
					count0 = prime_count0;
					warning = 0;
				end
				else if(number == 4'b1011)begin
					digit1 = 4'b0111;
					digit0 = number;
					prime_count0 = prime_count0 + 1;
					if (prime_count0 == 8'd10) prime_count0 = 0;
					count1 = prime_count1;
					count0 = prime_count0;
					warning = 0;
				end
				else if(number == 4'b1101)begin
					digit1 = 4'b1011;
					digit0 = number;
					prime_count0 = prime_count0 + 1;
					if (prime_count0 == 8'd10) prime_count0 = 0;
					count1 = prime_count1;
					count0 = prime_count0;
					warning = 0;
				end
			end
			else if(mode == 1)begin
				if(number == 4'b0010)begin
					digit1 = 4'b0011;
					digit0 = number;
					prime_count1 = prime_count1 + 1;
					if (prime_count1 == 8'd10) prime_count1 = 0;
					count1 = prime_count1;
					count0 = prime_count0;
					warning = 0;
				end
				else if(number == 4'b0011)begin
					digit1 = 4'b0101;
					digit0 = number;
					prime_count1 = prime_count1 + 1;
					if (prime_count1 == 8'd10) prime_count1 = 0;
					count1 = prime_count1;
					count0 = prime_count0;
					warning = 0;
				end
				else if(number == 4'b0101)begin
					digit1 = 4'b0111;
					digit0 = number;
					prime_count1 = prime_count1 + 1;
					if (prime_count1 == 8'd10) prime_count1 = 0;
					count1 = prime_count1;
					count0 = prime_count0;
					warning = 0;
				end
				else if(number == 4'b0111)begin
					digit1 = 4'b1011;
					digit0 = number;
					prime_count1 = prime_count1 + 1;
					if (prime_count1 == 8'd10) prime_count1 = 0;
					count1 = prime_count1;
					count0 = prime_count0;
					warning = 0;
				end
				else if(number == 4'b1011)begin
					digit1 = 4'b1101;
					digit0 = number;
					prime_count1 = prime_count1 + 1;
					if (prime_count1 == 8'd10) prime_count1 = 0;
					count1 = prime_count1;
					count0 = prime_count0;
					warning = 0;
				end
				else if(number == 4'b1101)begin
					digit1 = 4'b0010;
					digit0 = number;
					prime_count1 = prime_count1 + 1;
					if (prime_count1 == 8'd10) prime_count1 = 0;
					count1 = prime_count1;
					count0 = prime_count0;
					warning = 0;
				end
			end
		end
		else if(!(number == 4'b0010 || number == 4'b0011 || number == 4'b0101 || number == 4'b0111 || number == 4'b1011 || number == 4'b1101) && (selection == 1))begin
			if(mode == 0)begin
				if(number == 4'b0000)begin
					digit1 = 4'b0000;
					digit0 = number;
					norm_count0 = norm_count0 + 1;
					if (norm_count0 == 8'd10) norm_count0 = 0;
					count1 = norm_count1;
					count0 = norm_count0;
					warning = 0;
				end
				else if(number == 4'b0001)begin
					digit1 = 4'b0000;
					digit0 = number;
					norm_count0 = norm_count0 + 1;
					if (norm_count0 == 8'd10) norm_count0 = 0;
					count1 = norm_count1;
					count0 = norm_count0;
					warning = 0;
				end
				else if(number == 4'b0100)begin
					digit1 = 4'b0010;
					digit0 = number;
					norm_count0 = norm_count0 + 1;
					if (norm_count0 == 8'd10) norm_count0 = 0;
					count1 = norm_count1;
					count0 = norm_count0;
					warning = 0;
				end
				else if(number == 4'b0110)begin
					digit1 = 4'b0011;
					digit0 = number;
					norm_count0 = norm_count0 + 1;
					if (norm_count0 == 8'd10) norm_count0 = 0;
					count1 = norm_count1;
					count0 = norm_count0;
					warning = 0;
				end
				else if(number == 4'b1000)begin
					digit1 = 4'b0100;
					digit0 = number;
					norm_count0 = norm_count0 + 1;
					if (norm_count0 == 8'd10) norm_count0 = 0;
					count1 = norm_count1;
					count0 = norm_count0;
					warning = 0;
				end
				else if(number == 4'b1001)begin
					digit1 = 4'b0100;
					digit0 = number;
					norm_count0 = norm_count0 + 1;
					if (norm_count0 == 8'd10) norm_count0 = 0;
					count1 = norm_count1;
					count0 = norm_count0;
					warning = 0;
				end
				else if(number == 4'b1010)begin
					digit1 = 4'b0101;
					digit0 = number;
					norm_count0 = norm_count0 + 1;
					if (norm_count0 == 8'd10) norm_count0 = 0;
					count1 = norm_count1;
					count0 = norm_count0;
					warning = 0;
				end
				else if(number == 4'b1100)begin
					digit1 = 4'b0110;
					digit0 = number;
					norm_count0 = norm_count0 + 1;
					if (norm_count0 == 8'd10) norm_count0 = 0;
					count1 = norm_count1;
					count0 = norm_count0;
					warning = 0;
				end
				else if(number == 4'b1110)begin
					digit1 = 4'b0111;
					digit0 = number;
					norm_count0 = norm_count0 + 1;
					if (norm_count0 == 8'd10) norm_count0 = 0;
					count1 = norm_count1;
					count0 = norm_count0;
					warning = 0;
				end
				else if(number == 4'b1111)begin
					digit1 = 4'b0111;
					digit0 = number;
					norm_count0 = norm_count0 + 1;
					if (norm_count0 == 8'd10) norm_count0 = 0;
					count1 = norm_count1;
					count0 = norm_count0;
					warning = 0;
				end
			end
			if(mode == 1)begin
				if(number == 4'b0000)begin
					digit1 = 4'b0000;
					digit0 = number;
					norm_count1 = norm_count1 + 1;
					if (norm_count1 == 8'd10) norm_count1 = 0;
					count1 = norm_count1;
					count0 = norm_count0;
					warning = 0;
				end
				else if(number == 4'b0001)begin
					digit1 = 4'b0010;
					digit0 = number;
					norm_count1 = norm_count1 + 1;
					if (norm_count1 == 8'd10) norm_count1 = 0;
					count1 = norm_count1;
					count0 = norm_count0;
				end
				else if(number == 4'b0100)begin
					digit1 = 4'b1000;
					digit0 = number;
					norm_count1 = norm_count1 + 1;
					if (norm_count1 == 8'd10) norm_count1 = 0;
					count1 = norm_count1;
					count0 = norm_count0;
					warning = 0;
				end
				else if(number == 4'b0110)begin
					digit1 = 4'b1100;
					digit0 = number;
					norm_count1 = norm_count1 + 1;
					if (norm_count1 == 8'd10) norm_count1 = 0;
					count1 = norm_count1;
					count0 = norm_count0;
					warning = 0;
				end
				else if(number == 4'b1000)begin
					digit1 = 4'b0000;
					digit0 = number;
					norm_count1 = norm_count1 + 1;
					if (norm_count1 == 8'd10) norm_count1 = 0;
					count1 = norm_count1;
					count0 = norm_count0;
					warning = 0;
				end
				else if(number == 4'b1001)begin
					digit1 = 4'b0010;
					digit0 = number;
					norm_count1 = norm_count1 + 1;
					if (norm_count1 == 8'd10) norm_count1 = 0;
					count1 = norm_count1;
					count0 = norm_count0;
					warning = 0;
				end
				else if(number == 4'b1010)begin
					digit1 = 4'b0100;
					digit0 = number;
					norm_count1 = norm_count1 + 1;
					if (norm_count1 == 8'd10) norm_count1 = 0;
					count1 = norm_count1;
					count0 = norm_count0;
					warning = 0;
				end
				else if(number == 4'b1100)begin
					digit1 = 4'b1000;
					digit0 = number;
					norm_count1 = norm_count1 + 1;
					if (norm_count1 == 8'd10) norm_count1 = 0;
					count1 = norm_count1;
					count0 = norm_count0;
					warning = 0;
				end
				else if(number == 4'b1110)begin
					digit1 = 4'b1100;
					digit0 = number;
					norm_count1 = norm_count1 + 1;
					if (norm_count1 == 8'd10) norm_count1 = 0;
					count1 = norm_count1;
					count0 = norm_count0;
					warning = 0;
				end
				else if(number == 4'b1111)begin
					digit1 = 4'b1110;
					digit0 = number;
					norm_count1 = norm_count1 + 1;
					if (norm_count1 == 8'd10) norm_count1 = 0;
					count1 = norm_count1;
					count0 = norm_count0;
					warning = 0;
				end
			end
		end
		else if((!(number == 4'b0010 || number == 4'b0011 || number == 4'b0101 || number == 4'b0111 || number == 4'b1011 || number == 4'b1101) && (selection == 0)) || ((number == 4'b0010 || number == 4'b0011 || number == 4'b0101 || number == 4'b0111 || number == 4'b1011 || number == 4'b1101) && (selection == 1)))begin
			warning = 1;
		end
		end
	end
endmodule
</file>
<file path="run.sh">
#!/bin/bash
# OpenROAD 26Q1-2900-gdf79404cd8, Yosys 0.63+post, stock flow scripts
make -C /OpenROAD-flow-scripts/flow DESIGN_CONFIG=/design/flow/config.mk WORK_HOME=/design/flow/orfs finish
</file>
==> job_summary.md <==
## PnR job results

| Metric | Value |
|---|---|
| Run status | `complete, no violations` |
| Synthesis-stage register bit count | `161` |
| Number of DRC markers after the initial detailed-route iteration | `~740` |
| Max capacitance violation total | `0` |
| Stages on worst setup path | `12` |
| Share of flip-flops with an asynchronous set or reset after synthesis | `0` |
| Worst Path Required | `roughly 9.6 ns` |
| Hold bufs inserted after CTS | `0` |
| Overall routed net length | `roughly 27000 microns` |
| Wire length of the first global-routing pass | `about 44000 microns` |
| Biggest cell delay along the critical path | `approximately 0.72 ns` |
| Number of clock sinks | `161` |
| Cell type with the largest total area | `sky130_fd_sc_hd__dfxtp_1` |
| Total number of placement rows | `59` |
| Post-route clock period utilization | `0.614` |
| Number of levels in the clock H-tree | `4` |
| Final worst setup slack | `about 3.6 ns` |
| Setup repair after global routing missed its margin | `no` |
| Areal power density over the cells | `between 100 and 150 nW/um^2` |
| Met2 track utilization from global routing | `0.300` |
| Antenna violations before repair | `0` |
| Maximum root-to-sink buffer count | `2` |
| Final worst path period need | `5.71 ns` |
| Area grow syn2layout | `9.46%` |
| Area inside the core boundary | `roughly 26000 sq um` |
| Worst hold path type | `reg2reg` |
| Vertical die dimension | `between 150 and 200 microns` |
| Overall overflow remaining after global route | `0` |
| Clock tree root driver cell | `sky130_fd_sc_hd__clkbuf_16` |
| Sequence of cells on the critical path | `clkdlybuf4s50_1 > or2_2 > and3_1 > buf_4 > ha_2 > buf_4 > nor2_1 > and3_1 > nand3_1 > nor3_1 > xnor2_1 > nor2_1` |
| Overall track demand over capacity in global routing | `0.207` |
| Final estimated routing congestion in global placement | `between 0.8 and 0.9` |
| Layout cells sized above 1 | `0.0489` |
| CP max FO | `53` |
| Worst r2r path cells | `10` |
| TritonCTS buffer count | `17` |
| Post_cts resized | `0` |
| Yosys warnings | `1` |
| CTS tree | `yes` |
| Number of DRC violations after detailed routing | `0` |
| Most used flip-flop cell | `sky130_fd_sc_hd__dfxtp_1` |
| GR Layer Usage met3 | `0.0260` |
| Static leakage power | `between 3 and 4 nW` |
| Hold violation count in the final report | `0` |
| Kind of start point of the critical path | `input pin` |
| Vias per Instance | `5.66` |
| Worst skew pair latency | `0.43 ns` |
| Pin count of the biggest net entering global routing | `68` |
| Final ANT Viol Nets | `0` |
| Met1 track demand over resource in global routing | `0.338` |
| Number of global-route vias before repair | `about 8600` |
| Area figure in the yosys stat output | `around 11000 sq um` |
| Detailed placement HPWL | `18000 microns` |
| Post-synthesis cell area | `10500 sq um` |
| Register clock-pin slew on the reported worst setup and hold paths | `0.06 ns` |
| Vias after detailed routing | `a little under 10000` |
| Worst setup slack before clock tree synthesis | `3.21 ns` |
| Cell with the largest stage delay on the worst path | `sky130_fd_sc_hd__clkdlybuf4s50_1` |
| Setup Buffers After CTS | `0` |
| Cell types with the highest counts after synthesis | `sky130_fd_sc_hd__nor2_1, sky130_fd_sc_hd__dfxtp_1, sky130_fd_sc_hd__nand2_1, sky130_fd_sc_hd__clkbuf_1, sky130_fd_sc_hd__xnor2_1` |
| Filler instances | `around 2600` |
| First-pass iteration count of the detailed router | `5` |
| Setup violation total in the final timing report | `0` |
| Worst Skew | `roughly 0.016 ns` |
| Worst vdd ir | `0.000110 V` |
| Reg-to-reg setup timing slack | `approximately 4.9 ns` |
| Number of slew-limit violations in the final report | `0` |
| Sum Neg Setup Slack | `0 ns` |
| Initial standard-cell utilization of the core | `0.406` |
| CP bufs+invs | `3` |
| Chip Footprint | `27000 sq um` |
| Worst slew slack as a fraction of its limit | `0.451` |
| Ant. Diodes | `0` |
| Fin Hold WS | `approximately 0.46 ns` |
| Distinct cell type count after synthesis | `72` |
| Design area | `11500 sq um` |
| Horizontal die dimension | `164 microns` |
| Layer with the highest usage | `met1` |
| Top area cell types | `sky130_fd_sc_hd__dfxtp_1, sky130_fd_sc_hd__xnor2_1, sky130_fd_sc_hd__nor2_1` |
| Critical path capture point type | `flip-flop` |
| Combinational gate area | `6710 sq um` |
| Average cell area after synthesis | `7.33 sq um` |
| Ports placed on the boundary | `41` |
| Placed cell area | `10900 sq um` |
| Number of cell instances after yosys synthesis | `1437` |
| Worst setup path category | `in2reg` |
| Sequential element share of the synthesized area | `0.306` |
| Worst Max-Slew Pin Slew | `about 0.82 ns` |
| Max-area cell share | `0.306` |
| Drt wl/cell | `approximately 16 microns` |
| Synth Instances | `between 1000 and 1500` |
| Worst hold stages | `1` |
| Worst Path Arrival | `6.00 ns` |
| Cell with the most instances after synthesis | `sky130_fd_sc_hd__nor2_1` |
| Flip-flops with a built-in enable | `0` |
| Peak clock frequency supported by timing | `roughly 180 MHz` |
| Total number of warnings across the stage logs | `31` |
| Crit-path leading delay family | `simple AND/OR/NAND/NOR gates` |
| Seq. cell area | `3220 sq um` |
| Port-buffer cells | `40` |
## path summary, 6_finish.rpt
| kind | start | end |
|---|---|---|
| worst min register to register | digit1[5]$_SDFFE_PP0P_ | digit1[5]$_SDFFE_PP0P_ |
| worst max register to register | prime_count0[0]$_SDFFE_PP0P_ | count0[1]$_SDFFE_PP0P_ |
| worst max-delay path | number[2] | norm_count1[30]$_SDFFE_PP0P_ |
| worst min-delay path | digit1[5]$_SDFFE_PP0P_ | digit1[5]$_SDFFE_PP0P_ |
## area by class of cell
type	count	share of cell area
Clock inverter	15	0.0153
Clock buffer	17	0.0369
Timing Repair Buffer	53	0.0425
Sequential cell	161	0.279
Tap cell	335	0.0363
Multi-Input combinational cell	1122	0.582
Inverter	23	0.00748
## worst reg2reg max path: cells and delay by family (launching register included)
kind / cells / cell delay (ns)
simple gates: 7 / 2.87
flops: 1 / 0.53
buf+inv: 1 / 0.26
compound gates: 1 / 0.32
fa+ha+maj: 1 / 0.32
## logic make-up (layout without fill, tap and decap cells)
group,after synthesis,count (layout),share of synthesized area
simple gates,697,697,0.333
compound gates,257,257,0.159
flops,161,161,0.306
buf+inv,154,108,0.0572
xor+xnor,149,149,0.124
fa+ha+maj,11,11,0.0131
mux,8,8,0.00772
## cell usage in the layout, fill, tap and decap left out, types with 21 or more instances in the layout
cell type                         synthesis  layout
sky130_fd_sc_hd__nor3_1                  64      64
sky130_fd_sc_hd__inv_1                   23      23
sky130_fd_sc_hd__a21oi_1                 69      69
sky130_fd_sc_hd__clkdlybuf4s50_1          0      38
sky130_fd_sc_hd__o21ai_0                 48      48
sky130_fd_sc_hd__xor2_1                  63      63
sky130_fd_sc_hd__nand3_1                 77      77
sky130_fd_sc_hd__and2_1                  21      21
sky130_fd_sc_hd__dfxtp_1                161     161
sky130_fd_sc_hd__nand4_1                 42      42
sky130_fd_sc_hd__xnor2_1                 86      86
sky130_fd_sc_hd__a31oi_1                 27      27
sky130_fd_sc_hd__nor2_1                 168     168
sky130_fd_sc_hd__nand2_1                153     153
sky130_fd_sc_hd__or3_1                   40      40
sky130_fd_sc_hd__and3_1                  21      21
sky130_fd_sc_hd__nor4_1                  34      34
## flip-flops by register name, summed over array words and instances (netlist names)
register	flops
warning	1
norm_count0	32
digit1	8
prime_count1	32
count0	8
prime_count0	32
norm_count1	32
digit0	8
count1	8
## stage by stage
stage	utilization	cells	power [mW]
2_1_floorplan	-	1437	0.814
3_3_place_gp	0.421	1694	0.868
3_5_place_dp	0.421	1694	0.868
4_1_cts	0.444	1726	1.60
5_1_grt	0.444	1726	1.64
6_report	0.444	1726	1.58
## report_power, final
part	internal, mW	switching [mW]
Sequential	0.702	0.0183
Combinational	0.0536	0.0797
Clock	0.404	0.318
## routing by layer
layer	up-vias	share of wire	routed length [microns]
met5	-	0	0
met4	0	0.011	304
met3	19	0.047	1270
met1	4505	0.52	13900
met2	246	0.42	11400
li1	5006	-	-
Power is estimated from default activity; no workload was simulated.
