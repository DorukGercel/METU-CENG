## /design/flow/run.sh

```bash
#!/bin/bash
# OpenROAD 26Q1-2900-gdf79404cd8, Yosys 0.63+post, stock flow scripts
make -C /OpenROAD-flow-scripts/flow DESIGN_CONFIG=/design/flow/config.mk WORK_HOME=/design/flow/orfs finish
```

## /design/flow/constraint.sdc

```tcl
current_design RgbMaskModule

set clk_period 11.3
set clk_io_pct 0.2

create_clock -name clk0 -period $clk_period [get_ports {CLK}]

set non_clock_inputs [all_inputs -no_clocks]
set_input_delay [expr $clk_period * $clk_io_pct] -clock clk0 $non_clock_inputs
set_output_delay [expr $clk_period * $clk_io_pct] -clock clk0 [all_outputs]
```

## /design/flow/design.v

```verilog
`timescale 1ns / 1ps
module MaskROM (input [3:0] RomAddress, output reg[7:0] RomDataOut);
always@(RomAddress)begin
if(RomAddress == 4'b0000)begin
	RomDataOut = 8'b00000000;
end
else if(RomAddress == 4'b0001)begin
	RomDataOut = 8'b00001111;
end
else if(RomAddress == 4'b0010)begin
	RomDataOut = 8'b00011110;
end
else if(RomAddress == 4'b0011)begin
	RomDataOut = 8'b00110000;
end
else if(RomAddress == 4'b0100)begin
	RomDataOut = 8'b01010000;
end
else if(RomAddress == 4'b0101)begin
	RomDataOut = 8'b01100110;
end
else if(RomAddress == 4'b0110)begin
	RomDataOut = 8'b01101010;
end
else if(RomAddress == 4'b0111)begin
	RomDataOut = 8'b01111110;
end
else if(RomAddress == 4'b1000)begin
	RomDataOut = 8'b10000001;
end
else if(RomAddress == 4'b1001)begin
	RomDataOut = 8'b10100000;
end
else if(RomAddress == 4'b1010)begin
	RomDataOut = 8'b10100110;
end
else if(RomAddress == 4'b1011)begin
	RomDataOut = 8'b10111101;
end
else if(RomAddress == 4'b1100)begin
	RomDataOut = 8'b11000000;
end
else if(RomAddress == 4'b1101)begin
	RomDataOut = 8'b11010000;
end
else if(RomAddress == 4'b1110)begin
	RomDataOut = 8'b11010011;
end
else if(RomAddress == 4'b1111)begin
	RomDataOut = 8'b11100110;
end
end
endmodule
module RgbRAM (input Mode,input [3:0] RamAddress, input [23:0] RamDataIn,
					input [7:0] Mask,input [2:0] Op, input CLK, output reg [23:0] RamDataOut);
reg[23:0]Cmem[0:15];
reg[9:0] extra;
reg[1:0] digit;
initial begin
	Cmem[0][23:0] = 24'b00000000000000000000000;
	Cmem[1][23:0] = 24'b00000000000000000000000;
	Cmem[2][23:0]= 24'b00000000000000000000000;
	Cmem[3][23:0] = 24'b00000000000000000000000;
	Cmem[4][23:0] = 24'b00000000000000000000000;
	Cmem[5][23:0] = 24'b00000000000000000000000;
	Cmem[6][23:0] = 24'b00000000000000000000000;
	Cmem[7][23:0] = 24'b00000000000000000000000;
	Cmem[8][23:0] = 24'b00000000000000000000000;
	Cmem[9][23:0] = 24'b00000000000000000000000;
	Cmem[10][23:0] = 24'b00000000000000000000000;
	Cmem[11][23:0] = 24'b00000000000000000000000;
	Cmem[12][23:0] = 24'b00000000000000000000000;
	Cmem[13][23:0] = 24'b00000000000000000000000;
	Cmem[14][23:0] = 24'b00000000000000000000000;
	Cmem[15][23:0] = 24'b00000000000000000000000;
	extra[9:0] = 10'b0000000000;
	digit[2:0] = 2'b00;
	RamDataOut = 24'b00000000000000000000000;	
end
always@(Mode, RamAddress)begin
if(Mode == 0)begin
		if(RamAddress == 4'b0000)begin
			RamDataOut = Cmem[0];
		end
		if(RamAddress == 4'b0001)begin
			RamDataOut = Cmem[1];
		end
		if(RamAddress == 4'b0010)begin
			RamDataOut = Cmem[2];
		end
		if(RamAddress == 4'b0011)begin
			RamDataOut = Cmem[3];
		end
		if(RamAddress == 4'b0100)begin
			RamDataOut = Cmem[4];
		end
		if(RamAddress == 4'b0101)begin
			RamDataOut = Cmem[5];
		end
		if(RamAddress == 4'b0110)begin
			RamDataOut = Cmem[6];
		end
		if(RamAddress == 4'b0111)begin
			RamDataOut = Cmem[7];
		end
		if(RamAddress == 4'b1000)begin
			RamDataOut = Cmem[8];
		end
		if(RamAddress == 4'b1001)begin
			RamDataOut = Cmem[9];
		end
		if(RamAddress == 4'b1010)begin
			RamDataOut = Cmem[10];
		end
		if(RamAddress == 4'b1011)begin
			RamDataOut = Cmem[11];
		end
		if(RamAddress == 4'b1100)begin
			RamDataOut = Cmem[12];
		end
		if(RamAddress == 4'b1101)begin
			RamDataOut = Cmem[13];
		end
		if(RamAddress == 4'b1110)begin
			RamDataOut = Cmem[14];
		end
		if(RamAddress == 4'b1111)begin
			RamDataOut = Cmem[15];
		end		
	end
end
always @(posedge CLK) begin
if(Mode == 1)begin		 
			if(Op == 3'b000)begin					 
				Cmem[RamAddress][7:0] = RamDataIn[7:0] & Mask[7:0];
				Cmem[RamAddress][15:8] = RamDataIn[15:8] & Mask[7:0];
				Cmem[RamAddress][23:16] = RamDataIn[23:16] & Mask[7:0];
			end
			if(Op == 3'b001)begin					 
				Cmem[RamAddress][7:0] = RamDataIn[7:0] | Mask[7:0];
				Cmem[RamAddress][15:8] = RamDataIn[15:8] | Mask[7:0];
				Cmem[RamAddress][23:16] = RamDataIn[23:16] | Mask[7:0];
			end
			if(Op == 3'b010)begin					 
				Cmem[RamAddress][7:0] = RamDataIn[7:0] ^ Mask[7:0];
				Cmem[RamAddress][15:8] = RamDataIn[15:8] ^ Mask[7:0];
				Cmem[RamAddress][23:16] = RamDataIn[23:16] ^ Mask[7:0];
			end
			if(Op == 3'b011)begin					 
				extra[9:0] = RamDataIn[7:0] + Mask[7:0]; 
				if(extra[8] == 1'b1 || extra[9] == 1'b1)begin
					Cmem[RamAddress][7:0] = 8'b11111111;
				end
				else begin
					Cmem[RamAddress][7:0] = extra[7:0];
				end
				extra[9:0] = RamDataIn[15:8] + Mask[7:0]; 
				if(extra[8] == 1'b1 || extra[9] == 1'b1)begin
					Cmem[RamAddress][15:8] = 8'b11111111;
				end
				else begin
					Cmem[RamAddress][15:8] = extra[7:0];
				end
				extra[9:0] = RamDataIn[23:16] + Mask[7:0]; 
				if(extra[8] == 1'b1 || extra[9] == 1'b1)begin
					Cmem[RamAddress][23:16] = 8'b11111111;
				end
				else begin
					Cmem[RamAddress][23:16] = extra[7:0];
				end
			end
			if(Op == 3'b100)begin					 
				Cmem[RamAddress][7:0] = RamDataIn[7:0] - Mask[7:0];
				if(Mask[7:0] > RamDataIn[7:0])begin
					Cmem[RamAddress][7:0] = 8'b00000000;
				end
				Cmem[RamAddress][15:8] = RamDataIn[15:8] - Mask[7:0];
				if(Mask[7:0] > RamDataIn[15:8])begin
					Cmem[RamAddress][15:8] = 8'b00000000;
				end
				Cmem[RamAddress][23:16] = RamDataIn[23:16] - Mask[7:0];
				if(Mask[7:0] > RamDataIn[23:16])begin
					Cmem[RamAddress][23:16] = 8'b00000000;
				end
			end
			if(Op == 3'b101)begin					 
				extra[9:0] = RamDataIn[7:0] + 8'b00000001; 
				if(extra[8] == 1'b1 || extra[9] == 1'b1)begin
					Cmem[RamAddress][7:0] = 8'b11111111;
				end
				else begin
					Cmem[RamAddress][7:0] = extra[7:0];
				end
				extra[9:0] = RamDataIn[15:8] + 8'b00000001; 
				if(extra[8] == 1'b1 || extra[9] == 1'b1)begin
					Cmem[RamAddress][15:8] = 8'b11111111;
				end
				else begin
					Cmem[RamAddress][15:8] = extra[7:0];
				end
				extra[9:0] = RamDataIn[23:16] + 8'b00000001; 
				if(extra[8] == 1'b1 || extra[9] == 1'b1)begin
					Cmem[RamAddress][23:16] = 8'b11111111;
				end
				else begin
					Cmem[RamAddress][23:16] = extra[7:0];
				end
			end
			if(Op == 3'b110)begin					 
				Cmem[RamAddress][7:0] = RamDataIn[7:0] - 8'b00000001;
				if(8'b00000001 > RamDataIn[7:0])begin
					Cmem[RamAddress][7:0] = 8'b00000000;
				end
				Cmem[RamAddress][15:8] = RamDataIn[15:8] - 8'b00000001;
				if(8'b00000001 > RamDataIn[15:8])begin
					Cmem[RamAddress][15:8] = 8'b00000000;
				end
				Cmem[RamAddress][23:16] = RamDataIn[23:16] - 8'b00000001;
				if(8'b00000001 > RamDataIn[23:16])begin
					Cmem[RamAddress][23:16] = 8'b00000000;
				end
			end
			if(Op == 3'b111)begin					 
				digit[0] = RamDataIn[7];
				Cmem[RamAddress][7:0] = RamDataIn[7:0] << 1;
				if(digit[0] == 1'b1)begin
					Cmem[RamAddress][0] = digit[0];
				end
				digit[0] = RamDataIn[15];
				Cmem[RamAddress][15:8] = RamDataIn[15:8] << 1;
				if(digit[0] == 1'b1)begin
					Cmem[RamAddress][8] = digit[0];
				end
				digit[0] = RamDataIn[23];
				Cmem[RamAddress][23:16] = RamDataIn[23:16] << 1;
				if(digit[0] == 1'b1)begin
					Cmem[RamAddress][16] = digit[0];
				end
			end	
	end
end
endmodule
module RgbMaskModule(input Mode, input [3:0] Address, input [23:0] RGBin,input [2:0] Op,  input CLK, output wire [23:0] RGBout);
	wire [7:0]  romResult;
	MaskROM RO(Address, romResult);
	RgbRAM RA(Mode, Address, RGBin,romResult, Op, CLK, RGBout);
endmodule
```

## /design/flow/config.mk

```make
export PLATFORM = sky130hd
export DESIGN_NAME = RgbMaskModule
export DESIGN_NICKNAME = RgbMaskModule
export VERILOG_FILES = /design/flow/design.v
export SDC_FILE = /design/flow/constraint.sdc
export NUM_CORES = 4
export LEC_CHECK = 1
export CORE_UTILIZATION = 40
```

==> results.py <==
# Flow results
metrics = {
    "outcome": {
        "status": "finished, final reports clean",
    },
    "synth": {
        "xor_area_share_pct": 0.737,
        "netlist_instances": 1877,
        "synth.avg_cell_area_um2": 11.4,
        "yosysUniqueCellTypes": 92,
        "ys.flops": 416,
        "edf_count": 384,
        "compound_area_share_pct": 17.7,
        "top_cells_by_count": "384 x edfxtp_1, 191 x nor2_1, 150 x a21oi_1, 149 x o21ai_0, 127 x nand2_1",
        "synthTopCellsByArea": "edfxtp_1 54%, ha_1 4.6%, a21oi_1 3.5%",
        "yosysMostFrequentCell": "edfxtp_1",
        "adder_share_pct": 5.12,
        "synth-main-ff-cell": "edfxtp_1",
        "simple_gate_area_share_pct": 10.3,
        "ys_top_logic_family": "AND-OR/OR-AND gates",
        "synthesis.area_um2": 21400,
        "async_reset_ff_share_pct": 0,
        "ys_cells": 1877,
        "mux_area_share_pct": 5.80,
        "top_area_share_pct": 53.9,
        "ys_chip_area_um2": 21400,
        "yosys.area.top_type": "edfxtp_1",
        "yosys_warnings": 4,
    },
    "clock_tree": {
        "cts_buffers": 39,
        "h-tree-depth": 2,
        "clock_path_buffers": 3,
        "cts_setup_buffers": 0,
        "cts_tree": "done",
        "cts-root-buf": "clkbuf_16",
        "hold_buffers": 0,
        "cts_resized": 0,
        "cts.clk_slew.worst_paths_ns": 0.06,
    },
    "setup_path": {
        "crit_fanout": 49,
        "cp_slowest_cell": "nor2_1",
        "path_depth": 16,
        "worstPathArrival_ns": 7.99,
        "crit_start": "Address[0]",
        "slowest_delay_ns": 0.67,
        "crit_family": "simple AND/OR/NAND/NOR gates",
        "cp.required_ns": 11.56,
        "worstPathCellList": "buf_6 -> buf_4 -> nand2b_1 -> buf_4 -> nor2_1 -> nor2_1 -> o21ai_0 -> dlxtn_1 -> inv_1 -> ha_1 -> nand4_1 -> and2_1 -> o21ai_1 -> nor3_1 -> nor4_1 -> a221o_1",
        "endpoint_kind": "register",
        "critPathLaunchType": "input port",
        "cp.buffers_inverters": 4,
        "critPathKind": "input port to register",
    },
    "floorplan": {
        "coreArea_um2": 52700,
        "row_count": 84,
        "die_w_um": 233,
        "fp_util_pct": 40.6,
        "chipArea_um2": 54400,
        "die-height_um": 233,
        "io_pins": 57,
    },
    "final_timing": {
        "period_used_pct": 68.3,
        "unclocked_regs": 32,
        "unconstrained_endpoints": 56,
        "max_slew_margin_pct": 34.6,
        "rsz0062_at_grt": "no",
        "holdWs_ns": 2.58,
        "worst_pin_slew_ns": 0.977,
        "post-route-min-period_ns": 7.72,
        "fin_ws_ns": 3.58,
        "hold_viol_final": 0,
        "max_freq_mhz": 129,
        "finalSetupViolCount": 0,
        "finalSetupTns_ns": 0,
        "slew_viol_final": 0,
    },
    "placed_design": {
        "place_area_um2": 22800,
        "dpl.hpwl_mm": 48.3,
        "gp_congestion": 0.990,
        "preCtsSetupSlack_ns": 3.21,
        "port_buffers": 56,
    },
    "global_route": {
        "grt_pass1_vias": 16153,
        "overflow": 0,
        "grt_pass1_wl_mm": 106,
        "grt_usage_pct": 28.7,
        "antenna_found_initial": 2,
        "grt_max_degree": 51,
    },
    "route": {
        "drt.antenna.violating_nets": 0,
        "drtPass1Iterations": 6,
        "viasPerCell": 6.10,
        "vias": 16119,
        "antenna_cells": 0,
        "drc": 0,
        "postRouteWirelength_mm": 71.6,
        "drt_iter0_markers": 1361,
        "wl_per_cell_um": 27.1,
    },
    "hold_path": {
        "hold_depth": 3,
        "min_from": "Address[1]",
        "hp-class": "input port to register",
    },
    "final_layout": {
        "postLayoutCellArea_um2": 24100,
        "drive_gt1_share_pct": 11.2,
        "regArea_um2": 12000,
        "area_delta_synth_final_pct": 12.5,
        "num-fill-cells": 4656,
        "comb_area_um2": 8510,
    },
    "flow_run": {
        "cap_violations": 0,
        "tool_warnings": 76,
    },
    "power": {
        "leakage_nw": 8.73,
        "power.density_nw_per_um2": 142,
        "peakVddDrop_v": 0.000101,
    },
}
[metrics by stage]
stage | std cells | total power [mW] | util, %
2_1_floorplan | 1884 | 1.95 | -
3_3_place_gp | 2572 | 2.15 | 43.3
3_5_place_dp | 2572 | 2.15 | 43.3
4_1_cts | 2643 | 3.43 | 45.7
5_1_grt | 2643 | 3.53 | 45.7
6_report | 2643 | 3.42 | 45.7
[where the power goes]
part / switching [mW] / internal (mW) / leakage [nW] / total [mW]
logic: 0.332 / 0.155 / 4.18 / 0.487
clock network: 0.538 / 0.754 / 0.627 / 1.29
registers: 0.00717 / 1.64 / 3.92 / 1.64
[area by class of cell]
cell class,count,share of cell area [%]
sequential,416,49.9
inverter,62,0.967
multi-input combinational,1268,35.4
timing repair buffer,138,4.82
tap,688,3.58
clock buffer,45,4.33
clock inverter,26,0.983
[registers in the layout, summed over array words and instances (netlist names)]
name	count
RO.RomDataOut	8
RA.Cmem	384
RA.RamDataOut	24
[per-layer routing]
metal	up-vias	GRT usage (%)	share of wire [%]
met3	146	13.7	12
li1	7203	-	-
met2	945	41.7	45
met5	-	0.184	0
met4	0	7.37	3.1
met1	7825	40.6	40
[worst paths after layout]
| path | end | slack [ns] |
|---|---|---|
| worst max-delay path | RA.Cmem[15][20] | 3.58 |
| worst min-delay path | RA.Cmem[15][1] | 2.58 |
[kinds of logic (layout without fill, tap and decap cells)]
logic type,Yosys count,in the layout
multiplexers,102,102
flip-flops,384,384
adder cells (fa/ha/maj),84,84
buffers and inverters,200,271
XOR/XNOR,18,18
AND-OR/OR-AND,581,581
latches,32,32
AND/OR/NAND/NOR,475,475
other,1,8
[placed cells by master (no fill, tap or decap), drive strengths merged, types with 24 or more instances in the layout]
master and count:
mux2i 61, buf 87, clkbuf 45, nor2 194
nor3 24, nand3 30, inv 62, ha 78
mux2 26, clkdlybuf4s50 51, o21ai 166, dlxtn 32
and3 27, a221oi 29, o22ai 35, a21oi 152
edfxtp 384, nand2 129
Power is estimated from default activity; no workload was simulated.
